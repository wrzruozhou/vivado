**flow/config.mk**
```make
export PLATFORM = sky130hd
export DESIGN_NAME = count
export DESIGN_NICKNAME = count
export VERILOG_FILES = /design/flow/design.v
export SDC_FILE = /design/flow/constraint.sdc
export NUM_CORES = 4
export LEC_CHECK = 1
export CORE_AREA = 10 10 101 101
export DIE_AREA = 0 0 111 111
```
**flow/constraint.sdc**
```tcl
current_design count

set clk_period 4.6
set clk_io_pct 0.2

create_clock -name clk0 -period $clk_period [get_ports {sys_clk}]

set non_clock_inputs [all_inputs -no_clocks]
set_input_delay [expr $clk_period * $clk_io_pct] -clock clk0 $non_clock_inputs
set_output_delay [expr $clk_period * $clk_io_pct] -clock clk0 [all_outputs]
```
**flow/design.v**
```verilog
`timescale 1ns / 1ps
module count(
    input                               sys_clk                    ,
    input                               sys_rst_n                  ,
    output reg         [  25: 0]        cnt                        ,
    output     reg                      out                         
);
    always @(posedge sys_clk or negedge sys_rst_n)
        begin
            if(!sys_rst_n)
           begin
                cnt <= 26'b0;
                out <= 1'b0;
                end
            else begin
                cnt <= cnt + 26'b1;
            if (cnt >= 26'b0010_1111_1010_1111_0000_1000_0000)
                out = 1'b1;
                else
                out = 1'b0;
                end
        end
endmodule
```
**flow/run.sh**
```bash
#!/bin/bash
# OpenROAD 26Q1-2900-gdf79404cd8, Yosys 0.63+post, stock flow scripts
make -C /OpenROAD-flow-scripts/flow DESIGN_CONFIG=/design/flow/config.mk WORK_HOME=/design/flow/orfs finish
```
==> run summary <==
Results of an implementation run.

The run finished with clean final reports. Counting both buffers and inverters, the worst setup path holds a total of 1. The setup-violating endpoint count in the final report is 0. The max capacitance violation total is 0.

The final wirelength is 2798 um. The overall fraction of global-route tracks in use is 0.04664. For this run, the detailed router reports a per-instance via density of 3.593. The number of warning messages in the logs is 27. The data required time reported for the critical path is 3.68 ns. The power density of the placed cells is 221.0 nW/um^2. The post-CTS repair timing setup buffer count is 0. The first global-routing pass estimated 4747 um of wire. The cell count listed in synth_stat.txt is 105. The library cell contributing the largest single delay on the critical path is sky130_fd_sc_hd__clkdlybuf4s50_1. The data arrival time of the worst path is 1.27 ns. The critical path maximum fanout is 6. The via count of the routed design is 873. The worst-case headroom to the max-slew limit is 0.7183. The post-synthesis sequential element count is 27. The time the final worst path needs with I/O delays and setup is 2.193 ns.

The count of buffers from port buffering is 28. The detailed placer's ending HPWL is 2159 um. Per the skew report, the later register of the worst-skew pair sees a clock latency of 0.27 ns. Summed over all failing endpoints, the final setup total negative slack is 0 ns. The sum of routed wire segments on met1 is 1437 um. On the worst setup and hold paths after CTS, the clock-pin slew comes to 0.09 ns. The highest clock frequency the design can meet is 456.0 MHz.

The post-synthesis instance area is 1234 um^2. Once routing completed, OpenROAD measured the worst setup slack at 2.407 ns. After detailed routing, the average wire length per cell comes to 11.51 um. The DRC violations left is 0. The via count of the first global-routing pass is 851. The die extent in x is 111 um. For this run, the chip area from Yosys synthesis comes to 1234 um^2. Post-route period utilization is reported as 0.4768. The hold buffer count at cts is 0. The total met3 wirelength after detailed routing is 247 um.

According to the hold report, the worst path is of the flip-flop to flip-flop type. The critical path's top delay family is buffers and inverters. The critical path is of the flip-flop to primary output type. On the final layout, the worst clock skew is 0.006034 ns.

Walking the worst path, the cells encountered are clkdlybuf4s50_1. The layout summary lists the proportion of cells stronger than drive strength 1 as 0.09420. In this run, CTS created clock tree buffers numbering 3.

The static leakage is 0.7079 nW. Per the OpenROAD floorplan log, the area of the die is 12,320 um^2. Per the synth stats, the flop cell with the highest instance count is sky130_fd_sc_hd__dfrtp_1. Endpoints failing hold in the final report were tallied at 0. Counting flops with a built-in enable in the synthesized netlist gives 0. Nets still carrying antenna violations after routing amount to 0. The area inside the core boundary is 8134 um^2. The initial antenna violation count is 0. Global routing finished with a remaining overflow of 0. The sum of met2 wire segment lengths after detailed routing is 1104 um. The total inserted antenna cells is 0. Per the post-place timing report, worst setup slack is 2.692 ns. The initialized floorplan defines 33 standard-cell rows. Per STA, the highest per-stage delay on the worst path measures 0.52 ns. The most common logic cells in the final layout are sky130_fd_sc_hd__clkdlybuf4s50_1 (28), sky130_fd_sc_hd__dfrtp_1 (27), sky130_fd_sc_hd__xnor2_1 (16).

The post-cts resize count is 0. The placement summary gives the final routability congestion estimate as 0.7791. The transition time of the tightest slew-check pin is 0.4210 ns.

TritonCTS built the clock tree. Entering global routing, the biggest net connects 28 pins. The initial standard-cell utilization of the core is 0.1517. For flop-to-flop paths, the worst setup slack is 3.05 ns. The sort of element at the start of the critical path is a flip-flop. Per the post-synthesis report, the number of cells in the design is 105. The total number of clock tree sinks is 27.

The first routing iteration left 33 violations. The synthesis report gives the async set-or-reset register share as 1.000. Setup repair after global routing left no endpoint under its margin. The H-tree level count is 1. The highest metal layer used by the detailed router is met4. Per the CTS log, the root buffer master is sky130_fd_sc_hd__clkbuf_8. The tally of yosys warning messages is 1. The tally of unique sky130hd cells used after synthesis is 21. The leading cell type in the layout, fill and taps excluded is sky130_fd_sc_hd__clkdlybuf4s50_1.

The maximum count of clock buffers along a single path is 2. Per the final report, max-transition violations number 0. Looking at the VDD voltage map, the peak drop is 0.1108 mV. The count of boundary I/O pins is 29. The worst setup path is captured at a primary output.

The mean cell area of the mapped netlist is 11.75 um^2. Compared with the post-synthesis result, the final layout area differs by 37.93%. According to the floorplan report, the die height is 111 um. For this run, the register share of the synthesized area comes to 0.5477. The detailed-routing iteration count for the pre-antenna-repair pass is 4.
==> Yosys cell counts, types with 2 or more instances <==
library cell | instances | area share
sky130_fd_sc_hd__nor2_1 | 5 | 0.015
sky130_fd_sc_hd__inv_1 | 2 | 0.0061
sky130_fd_sc_hd__xor2_1 | 8 | 0.057
sky130_fd_sc_hd__nor3_1 | 4 | 0.016
sky130_fd_sc_hd__nand3_2 | 3 | 0.024
sky130_fd_sc_hd__nand2_1 | 11 | 0.033
sky130_fd_sc_hd__dfrtp_1 | 27 | 0.55
sky130_fd_sc_hd__nand4_1 | 8 | 0.041
sky130_fd_sc_hd__xnor2_1 | 16 | 0.11
sky130_fd_sc_hd__ha_1 | 2 | 0.020
sky130_fd_sc_hd__and4_1 | 2 | 0.014
sky130_fd_sc_hd__nand3_1 | 5 | 0.020
sky130_fd_sc_hd__and3_1 | 4 | 0.020
==> report_power, final <==
part | switching [mW] | internal, mW | total [mW]
clock network | 0.0716 | 0.0614 | 0.133
registers | 0 | 0.237 | 0.237
logic | 0.00462 | 0.00130 | 0.00592
==> per-layer routing <==
layer | global-route usage | vias up
met5 | 0 | -
met4 | 0.001736 | 0
met3 | 0.02299 | 2
met2 | 0.05975 | 24
met1 | 0.07121 | 421
li1 | - | 426
==> cell type report <==
| cell class | count | area [um^2] |
|---|---|---|
| fill | 876 | 6432 |
| sequential | 27 | 675.6 |
| multi-input combinational | 76 | 550.5 |
| timing repair buffer | 29 | 287.8 |
| tap | 105 | 131.4 |
| clock buffer | 3 | 41.29 |
| clock inverter | 1 | 7.507 |
| inverter | 2 | 7.507 |
==> flip-flops by register name (all words and copies together) (netlist names) <==
register and flops:
cnt 26, out 1
==> final timing paths <==
check                           from  endpoint  depth (start not counted)
setup reg to reg              cnt[1]   cnt[16]                          5
min in group asynchronous  sys_rst_n   cnt[23]                          2
hold reg to reg              cnt[23]   cnt[23]                          1
max in group asynchronous  sys_rst_n    cnt[6]                          2
hold / removal               cnt[23]   cnt[23]                          1
setup / recovery              cnt[4]    cnt[4]                          1
==> metrics by stage <==
step,power (mW),hold slack (ns),cells,utilization,cell area (um^2)
final,0.3760,0.4933,243,0.2092,1702
after global routing,0.3970,0.5243,243,0.2092,1702
after CTS,0.3866,0.5034,243,0.2092,1702
after detailed placement,0.2481,0.4891,239,0.2032,1653
after global placement,0.2481,0.4803,239,0.2032,1653
after floorplan,0.2419,0.4386,105,-,1234
==> cells by family after synthesis <==
kind of cell	Yosys count	share of synthesized area
buffers and inverters	2	0.006087
DFF	27	0.5477
xor gates and xnor gates	24	0.1704
AOI/OAI and AO/OA	3	0.01318
and+or+nand+nor	47	0.2424
adders and majority gates	2	0.02028
Power and IR drop assume default switching activity.
