[run.sh]
#!/bin/bash
# OpenROAD 26Q1-2900-gdf79404cd8, Yosys 0.63+post, stock flow scripts
make -C /OpenROAD-flow-scripts/flow DESIGN_CONFIG=/design/flow/config.mk WORK_HOME=/design/flow/orfs finish
[config.mk]
export PLATFORM = sky130hd
export DESIGN_NAME = flow_led
export DESIGN_NICKNAME = flow_led
export VERILOG_FILES = /design/flow/design.v
export SDC_FILE = /design/flow/constraint.sdc
export NUM_CORES = 4
export LEC_CHECK = 1
export CORE_AREA = 10 10 81 81
export DIE_AREA = 0 0 91 91
[constraint.sdc]
current_design flow_led

set clk_period 2.1
set clk_io_pct 0.2

create_clock -name clk0 -period $clk_period [get_ports {clk}]

set non_clock_inputs [all_inputs -no_clocks]
set_input_delay [expr $clk_period * $clk_io_pct] -clock clk0 $non_clock_inputs
set_output_delay [expr $clk_period * $clk_io_pct] -clock clk0 [all_outputs]
[design.v]
`timescale 1ns / 1ps
module flow_led(
    input                               clk                        ,
    input                               rst_n                      ,
    output reg         [   1: 0]        led                         
);
    reg                [  24: 0]        cnt                        ;
always @(posedge clk or negedge rst_n)
    begin
        if(!rst_n)
            cnt <= 25'h0;
        else if(cnt < (25'd25 - 25'd1))
            cnt <= cnt + 1'b1;
        else
            cnt <= 25'b0;
    end
    always @(posedge clk or negedge rst_n)
    begin
        if(!rst_n)
            led <= 2'b11;
        else if(cnt == (25'd25 - 25'd1))
            led <= ~led;
        else
            led <= led;
    end
endmodule
==> Implementation_results.wiki <==
== Run summary ==
{| class="wikitable"
! Metric !! Value
|-
| Crit path buffers/inverters || 1
|-
| Number of endpoints with negative hold slack in the final report || 0
|-
| Clock Skew || 0.0005810 ns
|-
| Hpwl dp || 722.4 um
|-
| Total of hold buffers inserted after clock tree synthesis || 0
|-
| Final weighted congestion of routability-driven global placement || 0.6766
|-
| Fin crit share || 80.00%
|-
| Setup_tns || 0 ns
|-
| Mean cell area of the mapped netlist || 16.54 um^2
|-
| Maximum achievable frequency || 595.2 MHz
|-
| Post-synthesis xor/xnor area fraction || 3.851%
|-
| Dominant register cell in the synthesized netlist || sky130_fd_sc_hd__dfrtp_1
|-
| Clk sinks || 27
|-
| Layout Cell Area excl Fill || 1147 um^2
|-
| WL met1 || 489 um
|-
| Wire length of the first global-routing pass || 1.918 mm
|-
| Simple-gate portion of the synthesized area || 16.51%
|-
| Port bufs || 3
|-
| Type of the worst setup path || flop to output port
|-
| Clock tree from TritonCTS || done
|-
| Total of cells resized after clock tree synthesis || 0
|-
| Area figure in the yosys stat output || 909.6 um^2
|-
| Area fraction in full adders, half adders and majority gates || 2.751%
|-
| Setup Slack @ Placement || 0.6921 ns
|-
| Number of placement rows || 25
|-
| Setup Fix Bufs, Post-CTS || 0
|-
| Count of mapped cells out of synthesis || 55
|-
| Count of flip-flops with a built-in enable after synthesis || 0
|-
| Top non-seq family || simple AND/OR/NAND/NOR gates
|-
| Total antenna diodes in the routed design || 0
|-
| Share of synthesized cell area in and-or and or-and compound cells || 0%
|-
| Chip area || 8281 um^2
|-
| CP startpoint || led[1]
|-
| VDD IR max || 233.8 uV
|-
| I/O pin cnt || 4
|-
| Clk pin slew, worst setup/hold paths || 0.08 ns
|-
| Kind of path behind the tightest hold check || input pin to async pin
|-
| Syn-to-layout area delta || 26.13%
|-
| Starting density of the core || 18.88%
|-
| Synthesized area || 909.6 um^2
|-
| Wire length on met3 || 25 um
|-
| Unrepaired setup endpoints after global routing || no
|-
| Category of the worst setup path capture point || output port
|-
| Number of design rule violations left after detail routing || 0
|-
| Data arrival time at the worst-slack endpoint || 1.26 ns
|-
| Register share after synthesis || 74.55%
|-
| Highest layer used for signal routing || met4
|-
| Final core occ || 23.82%
|-
| Num CTS Buffers || 3
|-
| # setup viols final || 0
|-
| H-tree depth || 1
|-
| Number of slew-limit violations in the final report || 0
|-
| Iteration-0 DRC count of the detailed router || 8
|-
| CTS Buffer Depth || 2
|-
| GRT Total Usage || 2.673%
|-
| Die Y || 91 um
|-
| Number of maximum-capacitance constraint violations || 0
|-
| Via count normalized by instance count || 2.846
|-
| Pin count of the biggest net entering global routing || 28
|-
| Width of the chip || 91 um
|-
| Post-synthesis async set-or-reset flop share || 100.0%
|-
| Leak pwr || 0.5004 nW
|-
| Critical Path Fanout Max || 2
|-
| Seq cells post-synth || 27
|-
| Vias after detailed routing || 424
|-
| Slowest stage cell on the critical path || sky130_fd_sc_hd__dfstp_2
|-
| Final setup slack of the worst path || 0.4199 ns
|-
| Count of warning messages emitted by the tools || 26
|-
| Power density over cell area || 725.8 nW/um^2
|-
| CTS root buffer || sky130_fd_sc_hd__clkbuf_8
|-
| Core box area || 4817 um^2
|-
| Wire length reported by the detailed router || 988 um
|-
| Commonest Layout Cell || sky130_fd_sc_hd__dfrtp_1
|-
| Total of warnings raised by yosys || 1
|-
| Cell total in the yosys stat output || 55
|-
| Final Power || 0.8328 mW
|-
| Kind of cell adding the most delay to the critical path || flip-flops
|-
| Initial antenna violation count || 0
|-
| Outcome || finished clean
|-
| Launch instance of the worst register-to-register path || cnt[12]
|-
| Antenna viol nets, final || 0
|-
| CP peak stage delay || 0.54 ns
|-
| Netlist cell types || 21
|-
| Number of global-route vias before repair || 438
|-
| Crit path DRT || 1.68 ns
|-
| Post-synthesis mux area share || 1.100%
|-
| First drt pass iteration count || 4
|-
| Cell area after placement || 1102 um^2
|-
| WL/cell || 6.631 um
|-
| Type of element launching the critical path || flop
|-
| Time the worst path needs with I/O delays and setup || 1.680 ns
|-
| Overflow left after global routing || 0
|-
| Fraction of layout cells with a size suffix above 1 || 14.63%
|-
| Most frequently placed logic cells in the final layout || sky130_fd_sc_hd__dfrtp_1 (25), sky130_fd_sc_hd__conb_1 (20), sky130_fd_sc_hd__nor4_1 (5)
|-
| Met2 routed WL || 445 um
|-
| Clock latency reported for the late side of the worst-skew pair || 0.26 ns
|-
| Cells traversed along the worst timing path || clkdlybuf4s50_1
|}
==> path summary, 6_finish.rpt <==
kind	to	slack, ns	depth (start not counted)
min	cnt[22]	0.52	2
max in group asynchronous	led[0]	1.29	2
min reg2reg	cnt[0]	0.52	1
max reg2reg	led[1]	0.70	4
min in group clk0	cnt[0]	0.52	1
max	led[1]	0.42	1
==> report_power, final <==
group | total, mW | leakage [nW] | switching, mW | internal, mW
Combinational | 0.0195 | 0.154 | 0.0142 | 0.00524
Clock | 0.266 | 0.0228 | 0.130 | 0.135
Sequential | 0.548 | 0.324 | 0.00841 | 0.539
==> flip-flops by register name, indices dropped and copies added (netlist names) <==
name  flops
cnt      25
led       2
==> cell type report <==
cell class              count  area (um^2)
clock buffers               4        45.04
repair buffers              4        37.54
multi-input cells          45        295.3
fillers                   508         3670
well taps                  67        83.83
flip-flops and latches     27        678.2
inverters                   2        7.507
==> Yosys cell counts, types with 2 or more instances <==
library cell,count,area share [%]
sky130_fd_sc_hd__xor2_1,3,2.9
sky130_fd_sc_hd__nor4_1,5,3.4
sky130_fd_sc_hd__inv_1,2,0.83
sky130_fd_sc_hd__ha_1,2,2.8
sky130_fd_sc_hd__dfstp_2,2,5.8
sky130_fd_sc_hd__nor4_2,2,2.8
sky130_fd_sc_hd__dfrtp_1,25,69
==> per-layer routing <==
metal  global-route usage [%]  vias to the layer above
met5                        0                        -
met4                   0.6527                        0
met3                   0.6639                        2
met2                    4.475                        6
met1                    3.405                      195
li1                         -                      221
==> stage by stage <==
stage	instances	hold slack (ns)
2_1_floorplan	74	0.1244
3_3_place_gp	145	0.4855
3_5_place_dp	145	0.5069
4_1_cts	149	0.5176
5_1_grt	149	0.5384
6_report	149	0.5196
==> cell families (layout without fill, tap and decap cells) <==
| family | Yosys count | count (layout) |
|---|---|---|
| adders and majority gates | 2 | 2 |
| DFF | 27 | 27 |
| other | 1 | 20 |
| buffers and inverters | 2 | 10 |
| and+or+nand+nor | 18 | 18 |
| muxes | 1 | 1 |
| xor gates and xnor gates | 4 | 4 |
No activity file was given, so power comes from the tool's default toggle rates.
